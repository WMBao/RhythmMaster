<file path="./design.v">
`timescale 1ns / 1ps
module seg_dig_sub(
	input [3:0] num,
	output reg[6:0] a_to_g
    );
always @(*)
case(num)
0: a_to_g = 7'b0000001;
1: a_to_g = 7'b1001111;
2: a_to_g = 7'b0010010;
3: a_to_g = 7'b0000110;
4: a_to_g = 7'b1001100;
5: a_to_g = 7'b0100100;
6: a_to_g = 7'b0100000;
7: a_to_g = 7'b0001111;
8: a_to_g = 7'b0000000;
9: a_to_g = 7'b0000100;
'hA: a_to_g = 7'b0001000;
'hB: a_to_g = 7'b1100000;
'hC: a_to_g = 7'b0110001;
'hD: a_to_g = 7'b1000010;
'hE: a_to_g = 7'b0110000;
'hF: a_to_g = 7'b0111000;
default: a_to_g = 7'b0000001;
endcase
endmodule
</file>
<file path="./constraint.sdc">
current_design seg_dig_sub

set clk_period 2.3
set clk_io_pct 0.2

create_clock -name clk0 -period $clk_period

set non_clock_inputs [all_inputs -no_clocks]
set_input_delay [expr $clk_period * $clk_io_pct] -clock clk0 $non_clock_inputs
set_output_delay [expr $clk_period * $clk_io_pct] -clock clk0 [all_outputs]
</file>
<file path="./run.sh">
#!/bin/bash
# OpenROAD 26Q1-2900-gdf79404cd8, Yosys 0.63+post, stock flow scripts
make -C /OpenROAD-flow-scripts/flow DESIGN_CONFIG=/design/flow/config.mk WORK_HOME=/design/flow/orfs finish
</file>
<file path="./config.mk">
export PLATFORM = sky130hd
export DESIGN_NAME = seg_dig_sub
export DESIGN_NICKNAME = seg_dig_sub
export VERILOG_FILES = /design/flow/design.v
export SDC_FILE = /design/flow/constraint.sdc
export NUM_CORES = 4
export LEC_CHECK = 1
export CORE_AREA = 10 10 70 70
export DIE_AREA = 0 0 80 80
</file>
==> impl_metrics.json <==
{
  "outcome": "completed",
  "ys_chip_area_um2": 269,
  "worst_slew_pin_slew_ps": 182,
  "power_density_nw_per_um2": 154,
  "setup_ws_ps": 154,
  "yosysTopAreaCell": "ha_1",
  "period_needed_ps": 2150,
  "topCellsByArea": "ha_1 33%, mux2i_1 22%, mux4_2 8.4%",
  "postCtsSetupBuffers": 0,
  "synth_top_area_share": 0.326,
  "cp_data_arrival_time_ps": 1690,
  "post_route_cells_drive_above_1_share": 0.245,
  "placed_area_um2": 474,
  "slew_violations": 0,
  "gp_congestion": 0.763,
  "grt_pass1_wl_mm": 1.09,
  "drc": 0,
  "dieWidth_um": 80,
  "post_drt_via_cell_ratio": 2.84,
  "holdCritStartpoint": "num[2]",
  "setup.worst_path.class": "input port to output port",
  "setup_viol": 0,
  "core.rowCount": 21,
  "ff_count": 0,
  "warning_count": 38,
  "postRouteAntennaNets": 0,
  "die_area_um2": 6400,
  "start_kind": "input port",
  "holdWs_ps": 1470,
  "ys_cells": 33,
  "slowest_stage": "clkdlybuf4s50_1",
  "register_area_um2": 0,
  "end_kind": "output port",
  "slew_headroom": 0.879,
  "synth.distinct_cells": 13,
  "clkbuf_count": 0,
  "grt_pass1_vias": 263,
  "vdd_ir_drop_max_mv": 0.0190,
  "grt_overflow": 0,
  "place_hpwl_um": 587,
  "dr.pass1.iters": 4,
  "track_usage": 0.0192,
  "p_leak_nw": 0.226,
  "fp_util": 0.0788,
  "fin_area_um2": 472,
  "vias": 270,
  "cp_cell_sequence": "clkbuf_2 -> buf_6 -> ha_1 -> nand2b_1 -> mux2i_1 -> clkdlybuf4s50_1",
  "netlist_area_um2": 269,
  "cts_hold_buf": 0,
  "synthTopCellsByCount": "7 x ha_1, 6 x mux2i_1, 5 x nor2_1",
  "nFillCells": 397,
  "synth_area_per_cell_um2": 8.15,
  "core_area_um2": 3420,
  "drt-initial-drc-count": 5,
  "detail_route.wl_per_cell_um": 6.84,
  "antenna_found_initial": 0,
  "critPathMaxStageDelay_ps": 480,
  "grt_max_degree": 11,
  "min_period_over_period": 0.933,
  "tns_ps": 0,
  "syn_inst": 33,
  "hp-class": "input port to output port",
  "holdPathStages": 3,
  "area_growth_pct": 75.3,
  "finish.utilization": 0.138,
  "min_to": "a_to_g[3]",
  "rsz0062_at_grt": "no",
  "synth_seq_share": 0,
  "most_common_cell": "ha_1",
  "yosys_warnings": 1,
  "path_max_fanout": 6,
  "hold_violations": 0,
  "pre_cts_ws_ps": -390,
  "drv_cap": 0,
  "antenna_cells_inserted": 0,
  "required_ps": 1840,
  "totalWireLength_um": 650,
  "die_y_um": 80,
  "logic_area_um2": 243,
  "io_pins": 11,
  "maxClockFrequency_mhz": 466,
  "io_buffers": 11
}
-- per-stage QoR --
| stage | total power [mW] | std cells |
|---|---|---|
| after CTS | 0.0745 | 95 |
| after floorplan | 0.0312 | 33 |
| after detailed placement | 0.0762 | 95 |
| after global placement | 0.0752 | 95 |
| after global routing | 0.0815 | 95 |
| final | 0.0726 | 95 |
-- critical path, delay by kind of cell --
kind,cells,cell delay (ps)
mux,1,140
buf+inv,3,720
simple gates,1,160
fa+ha+maj,1,210
-- placed cells by master (no fill, tap or decap) --
| cell | instances |
|---|---|
| inv_2 | 2 |
| a32o_1 | 1 |
| o21ai_1 | 2 |
| nand2b_1 | 2 |
| mux2i_1 | 6 |
| a21oi_1 | 2 |
| clkbuf_2 | 2 |
| dlymetal6s2s_1 | 1 |
| nand2_1 | 1 |
| dlygate4sd2_1 | 2 |
| inv_1 | 1 |
| buf_4 | 5 |
| nor2_1 | 5 |
| o211ai_1 | 1 |
| ha_1 | 7 |
| mux4_2 | 1 |
| clkdlybuf4s50_1 | 6 |
| buf_6 | 2 |
-- worst max path at each step --
stage                to  cells past startpoint  slack, ps   start
CTS           a_to_g[4]                      4          4  num[2]
finish        a_to_g[4]                      6        150  num[0]
global route  a_to_g[1]                      6         30  num[3]
-- logic make-up (layout without fill, tap and decap cells) --
| group | Yosys count | count (layout) | synth area share |
|---|---|---|---|
| and+or+nand+nor | 8 | 8 | 0.130 |
| AOI/OAI and AO/OA | 6 | 6 | 0.140 |
| buffers and inverters | 5 | 21 | 0.0977 |
| adders and majority gates | 7 | 7 | 0.326 |
| muxes | 7 | 7 | 0.307 |
-- where the power goes --
part / internal [mW] / switching [mW]
registers: 0 / 0
clock network: 0 / 0
logic: 0.0453 / 0.0273
total: 0.0453 / 0.0273
-- routing by layer --
| metal | track usage | vias up | wire length, µm |
|---|---|---|---|
| li1 | - | 147 | - |
| met1 | 0.0245 | 115 | 289 |
| met2 | 0.0337 | 8 | 273 |
| met3 | 0.00455 | 0 | 87 |
| met4 | 0 | 0 | 0 |
| met5 | 0 | - | 0 |
-- area by class of cell --
type / count / area share
Inverter: 3 / 0.0239
Multi-Input combinational cell: 28 / 0.515
Timing Repair Buffer: 18 / 0.340
Tap cell: 46 / 0.122
-- what timing repair did --
item / in CTS / in global routing
gates resized: 8 / 5
endpoints found under the setup margin: 7 / 7
pin swaps: 0 / 1
Power figures rest on the tool's default switching activity, not on a simulated workload.
